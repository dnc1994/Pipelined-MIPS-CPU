## ./design.v

```verilog
`timescale 1ns / 1ps
module HazardDetect(ID_EX_MemRead, ID_EX_RegRt, IF_ID_RegRs, IF_ID_RegRt, Stall);
input ID_EX_MemRead;
input [4:0] ID_EX_RegRt, IF_ID_RegRs, IF_ID_RegRt;
output Stall;
reg Stall;
always@(*)begin
    Stall = 1'b0;
    if (ID_EX_MemRead && (ID_EX_RegRt ==  IF_ID_RegRs || ID_EX_RegRt == IF_ID_RegRt))
    begin
        Stall = 1'b1;
    end
end
endmodule
```

## ./run.sh

```bash
#!/bin/bash
# OpenROAD 26Q1-2900-gdf79404cd8, Yosys 0.63+post, stock flow scripts
make -C /OpenROAD-flow-scripts/flow DESIGN_CONFIG=/design/flow/config.mk WORK_HOME=/design/flow/orfs finish
```

## ./config.mk

```make
export PLATFORM = sky130hd
export DESIGN_NAME = HazardDetect
export DESIGN_NICKNAME = HazardDetect
export VERILOG_FILES = /design/flow/design.v
export SDC_FILE = /design/flow/constraint.sdc
export NUM_CORES = 4
export LEC_CHECK = 1
export CORE_AREA = 10 10 70 70
export DIE_AREA = 0 0 80 80
```

## ./constraint.sdc

```tcl
current_design HazardDetect

set clk_period 1.9
set clk_io_pct 0.2

create_clock -name clk0 -period $clk_period

set non_clock_inputs [all_inputs -no_clocks]
set_input_delay [expr $clk_period * $clk_io_pct] -clock clk0 $non_clock_inputs
set_output_delay [expr $clk_period * $clk_io_pct] -clock clk0 [all_outputs]
```

==> flow_summary.ini <==
; implementation run metrics
[power]
clockPowerShare_pct = 0
p_sw_share_pct = 30.6
p_switching_uw = 19.7
seqPwrFrac_pct = 0
ir_drop_mv = 0.0193
p_comb_share_pct = 100.0
power_density_nw_per_um2 = 179
power_leakage_uw = 0.000126
internal_power_uw = 44.8

[clock_network]
cts_hold_buf = 0
post-cts-setup-buffers = 0

[yosys]
top_cells_by_area = xnor2_1, nand4_1, nand2_1
ys_types = 4
ys_warn_count = 1
ys_seq_share_pct = 0
adder_share_pct = 0
synth.avg_cell_area_sq_um = 7.59
syn-instance-count = 15
synth_chip_area_sq_um = 114
synthTopLogicFamily = XOR/XNOR gates
ys_sh_aoi_pct = 5.49
yosys.area_share.xor_xnor_pct = 76.9
yosysTopAreaCellShare_pct = 76.9
ys_sh_simple_pct = 17.6
mux_area_share_pct = 0
mappedNetlistArea_sq_um = 114
largest_area_cell = xnor2_1
yosysCellCount = 15

[floorplanning]
die_h_um = 80
core_sq_um = 3420
rows = 21
die_area_sq_um = 6400
die_w_um = 80
ios = 17
initial_core_util_pct = 3.33

[final_timing]
hold_viol = 0
setup_viol = 0
rsz0062_at_grt = no
clock.fmax_ghz = 0.543
post-route-min-period_ns = 1.84
finalMaxSlewViolations = 0
worstMarginPinSlew_ns = 0.160
hold_ws_ns = 1.30
fin_crit_sh_pct = 96.9
slew_headroom_pct = 89.2
setup_tns_ns = 0

[routing]
first_pass_iters = 1
antenna_cells = 0
vias = 165
wl_per_cell_um = 7.30
ant_nets = 0
drt_iter0_drc = 0
route.detailed.drc = 0
drt-total-wl_um = 577
via_per_inst = 2.09

[cells_and_area]
syn_to_final_growth_pct = 216
clock_buffers = 0
seq_area_sq_um = 0
fin_cells = 79
drive_gt1_share_pct = 9.09
seq_cells = 0

[worst_setup_path]
worst-path-buf-inv = 2
crit_chain = clkdlybuf4s50_1, xnor2_2, nand4_1, o22ai_1, clkdlybuf4s15_1
crit_path_top_delay_cell = clkdlybuf4s50_1
setup.worst_path.end_class = primary output
worstSetupPathType = in2out
start_kind = input pin
arrival_ns = 1.46
cpLargestDelayFamily = buffers and inverters
crit_fanout = 1
cp.required_ns = 1.52
slowest_delay_ns = 0.50

[global_routing]
overflow = 0
track_usage_pct = 1.57
antenna_found_initial = 0
grt_pass1_vias = 156
grt_max_degree = 3
grt_pass1_wl_um = 834

[placed_design]
gp_congestion = 0.826
port_buffers = 17
dp.cells = 79
dp_hpwl_um = 511

[outcome]
outcome = completed

[flow_run]
cap_violations = 0
warnings = 32

[hold_path]
hp-class = in2out
## path summary, 6_finish.rpt
kind	slack [ns]	startpoint	depth (start not counted)	endpoint
worst min-delay path	1.30	IF_ID_RegRs[2]	5	Stall
worst max-delay path	0.06	IF_ID_RegRs[1]	5	Stall
## metrics by stage
stage	setup slack [ns]	instance area [sq um]	utilization [%]	power, uW
floorplan	0.799	114	-	21.6
global placement	-0.298	349	10.2	65.9
detailed placement	-0.308	349	10.2	65.7
CTS	0.0374	342	10.0	62.0
global route	0.0150	360	10.5	69.5
finish	0.0589	360	10.5	64.5
## power groups by stage
stage     combinational (uW)  clock, uW  sequential (uW)
6_report                64.5          0                0
5_1_grt                 69.5          0                0
4_1_cts                 62.0          0                0
## layout by cell type, fill, tap and decap left out, drive strengths merged
cell type,Yosys,final
dlygate4sd2,0,5
o22ai,1,1
nand2,2,2
buf,0,1
clkdlybuf4s15,0,1
dlymetal6s2s,0,1
xnor2,10,10
nand4,2,2
clkdlybuf4s50,0,10
## what timing repair did
item	in CTS	in global routing
resized	6	4
cloned	0	0
pin swaps	3	5
endpoints found under the setup margin	1	1
## layout make-up
type / count / area [sq um]
Fill cell: 395 / 3060
Timing Repair Buffer: 18 / 174
Multi-Input combinational cell: 15 / 129
Tap cell: 46 / 57.6
## logic make-up (layout without fill, tap and decap cells)
logic type	Yosys count	after routing
AOI/OAI and AO/OA	1	1
xor gates and xnor gates	10	10
buffers and inverters	0	18
and+or+nand+nor	4	4
## cell usage after synthesis
cell type   n
xnor2_1    10
nand2_1     2
nand4_1     2
o22ai_1     1
## metal layers
layer | global-route usage, % | share of wire (%) | up-vias
li1 | - | - | 88
met1 | 2.24 | 45 | 66
met2 | 2.33 | 39 | 11
met3 | 0.568 | 15 | 0
met4 | 0 | 0 | 0
met5 | 0 | 0 | -
No activity file was given, so power comes from the tool's default toggle rates.
